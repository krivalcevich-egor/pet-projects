==> flow/design.v <==
module lfsr32 #(
    parameter int N = 32        
) (
    input  logic CLK,           
    input  logic INIT,          
    input  logic GO,            
    input  logic [N-1:0] SEED,  
    output logic [N-1:0] Q      
);
    logic [0:N-1] sreg;         
    logic [N-1:0] sdat;         
    logic feedback;             
    always_ff @(posedge CLK) begin
        automatic logic t = 0;   
        if (INIT == 1) begin
            if (t == 0) begin
                sreg <= SEED;
                t = 1;  
            end
        end
        else if (GO == 1) begin
            if (t == 0) begin
                sreg <= sdat;   
                t = 1;  
            end
        end
        else begin
            t = 0;  
        end
    end
    always_comb begin
        feedback = sreg[31] ^ sreg[11] ^ sreg[8] ^ sreg[5] ^ sreg[1] ^ sreg[0];
        sdat = {feedback, sreg[0:N-2]};  
        Q = sreg; 
    end
endmodule
==> flow/run.sh <==
#!/bin/bash
# OpenROAD 26Q1-2900-gdf79404cd8, Yosys 0.63+post, stock flow scripts
make -C /OpenROAD-flow-scripts/flow DESIGN_CONFIG=/design/flow/config.mk WORK_HOME=/design/flow/orfs finish
==> flow/config.mk <==
export PLATFORM = sky130hd
export DESIGN_NAME = lfsr32
export DESIGN_NICKNAME = lfsr32
export VERILOG_FILES = /design/flow/design.v
export SDC_FILE = /design/flow/constraint.sdc
export NUM_CORES = 4
export LEC_CHECK = 1
export CORE_UTILIZATION = 30
export SYNTH_HDL_FRONTEND = slang
==> flow/constraint.sdc <==
current_design lfsr32

set clk_period 2.9
set clk_io_pct 0.2

create_clock -name clk0 -period $clk_period [get_ports {CLK}]

set non_clock_inputs [all_inputs -no_clocks]
set_input_delay [expr $clk_period * $clk_io_pct] -clock clk0 $non_clock_inputs
set_output_delay [expr $clk_period * $clk_io_pct] -clock clk0 [all_outputs]
==> qor.csv <==
stage,metric,value,unit
status,status,finished clean,
run,OpenROAD warning count,25,
drt,post-DR vias/cell,4.47,
run,Max-Cap Viols,0,
clock_tree,postcts setup bufs,0,
grt,total track usage,0.122,
setup_path,crit path kind,in2reg,
synthesis,# Cells Yosys,73,
setup_path,worst-path cell chain,clkdlybuf4s50_1 -> buf_4 -> mux2_2,
setup_path,WP buf/inv,2,
synthesis,share of flip-flops with an asynchronous set or reset,0,
clock_tree,post-cts sizing count,0,
sta,period utilization,0.626,
setup_path,CP Launch Type,input port,
place,DP Area,0.00212,mm^2
sta,fin crit period,1810,ps
floorplan,chip area,0.00495,mm^2
sta,Slew Limit Fails,0,
grt,initial antenna violation count,0,
setup_path,r2r startpoint,Q[26],
drt,post-route ant nets,0,
floorplan,Core ar.,0.00441,mm^2
synthesis,most frequent cells after synthesis,"edfxtp_1, mux2_2, buf_2, xnor2_1",
synthesis,Yosys warnings,0,
grt,first-pass GRT wire length,4460,um
clock_tree,Worst-path clk slew,60,ps
worst_hold_path,Hold Crit Depth,1,
sta,Slew HR,0.495,
drt,DR iter-0 viols,23,
floorplan,floorplan core density,0.318,
sta,final hold vios,0,
setup_path,critical path's top delay family,buffers and inverters,
setup_path,"reg-to-reg slack, setup",1360,ps
floorplan,boundary pin count,67,
clock_tree,Worst-Skew Late Latency,280,ps
floorplan,DIE WIDTH,70.4,um
setup_path,critical path peak fanout,32,
sta,setup_tns,0,ps
synthesis,number of distinct library cells after synthesis,8,
place,IO buf count,66,
place,routability cong.,0.765,
power,P_leak,0.786,nW
clock_tree,TritonCTS Buffers,5,
clock_tree,# hold bufs at CTS,0,
cells_and_area,area grow syn2layout,56.5,%
sta,worst slew pin tran,758,ps
clock_tree,CTS root buffer,clkbuf_8,
setup_path,worst r2r dst,Q[31],
synthesis,Post-synth EDFFs,32,
clock_tree,TritonCTS clock tree,yes,
power,PwrDens,542,mW/mm^2
synthesis,Area leader share,0.685,
grt,grt total ovfl,0,
synthesis,Post-synth seq share,0.685,
cells_and_area,layout cells sized above 1,0.287,
grt,largest net degree at the start of global routing,33,
synthesis,Synthesized registers,32,
setup_path,WP data arrival,1840,ps
synthesis,ys flop type,edfxtp_1,
floorplan,Die H,70.4,um
synthesis,syn avg cell area,19.2,um^2
cells_and_area,"Design Area, Final",0.00219,mm^2
setup_path,critical path's largest stage delay,470,ps
cells_and_area,Filler cells,371,
sta,unrepaired setup endpoints after global routing,false,
worst_hold_path,Hold Crit Start,Q[24],
synthesis,Mapped Area,0.00140,mm^2
clock_tree,clock tree buffer depth,2,
setup_path,Critical Path End Type,flip-flop,
worst_hold_path,Hold Crit Class,reg2reg,
floorplan,FP Rows,24,
synthesis,Post-synth area hogs,"edfxtp_1, mux2_2, xnor3_1",
setup_path,"Req. time, crit path",2930,ps
sta,skew final,4.44,ps
grt,vias in the first global route,939,
sta,Max Freq,551,MHz
drt,1st-pass router iterations,2,
power,Worst VDD drop,0.000400,V
setup_path,"Slowest-stage cell, CP",clkdlybuf4s50_1,
drt,Remaining DRCs,0,
sta,final setup fails,0,
drt,drt total wl,2810,um
clock_tree,CTS H-tree lvls,2,
worst_hold_path,Hold EP,Q[23],
cells_and_area,max FFs per register,32,
drt,Ant. Diodes,0,
drt,vias post-DR,872,
synthesis,chip area in the Yosys report,0.00140,mm^2
clock_tree,clock tree sinks,32,
drt,routed len/inst,14.4,um
synthesis,Syn Inst Count,73,
setup_path,reg2reg path depth,3,
synthesis,post-synth top area cell,edfxtp_1,
## area by class of cell
type                       instances  area (um^2)  area share
clock buffer                       6         72.6      0.0331
clock inverter                     1         5.00     0.00228
sequential                        32          961       0.438
tap                               52         65.1      0.0296
timing repair buffer              67          668       0.304
multi-input combinational         37          423       0.193
## cells by family (layout without fill, tap and decap cells)
group,Yosys count,in the layout,synth area share
muxes,32,32,0.257
and+or+nand+nor,1,1,0.00446
DFF,32,32,0.685
buffers and inverters,4,74,0.0134
xor gates and xnor gates,4,4,0.0401
## per-stage QoR
step / std cells / hold WS [ps] / total power [mW] / utilization / setup WS, ps
after floorplan: 73 / 525 / 0.714 / - / 1040
after global placement: 188 / 562 / 0.889 / 0.480 / 800
after detailed placement: 188 / 569 / 0.889 / 0.480 / 797
after CTS: 195 / 579 / 1.21 / 0.497 / 1090
after global routing: 195 / 595 / 1.25 / 0.497 / 1050
final: 195 / 577 / 1.19 / 0.497 / 1090
## worst max path at each step
stage / startpoint / endpoint / cells past startpoint
5_1_grt: INIT / Q[15] / 3
6_report: INIT / Q[5] / 3
4_1_cts: Q[20] / Q[20] / 1
## routing by layer
metal / track usage / share of wire / up-vias / routed length (um)
met1: 0.194 / 0.44 / 398 / 1240
met3: 0.0540 / 0.11 / 8 / 311
met2: 0.166 / 0.43 / 47 / 1200
met4: 0.0222 / 0.020 / 0 / 55
li1: - / - / 419 / -
met5: 0 / 0 / - / 0
## power by group
part	internal [mW]	switching, mW
Clock	0.163	0.149
Sequential	0.585	0.0368
Combinational	0.203	0.0518
Total	0.951	0.238
## placed cells by master (no fill, tap or decap)
cell	Yosys	layout
edfxtp_1	32	32
xnor2_2	1	1
buf_4	0	1
or2_2	1	1
clkinv_2	0	1
mux2_2	32	32
clkbuf_1	1	1
clkdlybuf4s50_1	0	66
xnor3_1	1	1
clkbuf_8	0	5
xnor2_1	2	2
Power and IR drop assume default switching activity.

$ cat /design/flow/design.v
module async_fifo #(
    parameter DATA_WIDTH = 8,
    parameter ADDR_WIDTH = 4
)(
    input  logic                   s_clk,       
    input  logic                   s_rst_n,     
    input  logic                   wr_en,       
    input  logic [DATA_WIDTH-1:0]  s_tdata,     
    input  logic                   s_tlast,     
    input  logic                   m_clk,       
    input  logic                   m_rst_n,     
    output logic [DATA_WIDTH-1:0]  m_tdata,     
    output logic                   m_tlast,     
    input  logic                   rd_en,       
    output logic                   full,        
    output logic                   empty        
);
    logic [DATA_WIDTH-1:0]      mem [(2**ADDR_WIDTH)-1:0];  
    logic [(2**ADDR_WIDTH)-1:0] last_mem;                   
    logic [ADDR_WIDTH-1:0]      wr_addr, rd_addr;           
    logic [ADDR_WIDTH:0]        s_cnt, m_cnt;               
    logic [ADDR_WIDTH:0]        s_cnt_sync, m_cnt_sync;     
    always_ff @(posedge m_clk or negedge m_rst_n) begin
        if (!m_rst_n) begin
            s_cnt_sync <= '0;
        end else begin
            s_cnt_sync <= {s_cnt_sync[ADDR_WIDTH-1:0], s_cnt};
        end
    end
    always_ff @(posedge s_clk or negedge s_rst_n) begin
        if (!s_rst_n) begin
            m_cnt_sync <= '0;
        end else begin
            m_cnt_sync <= {m_cnt_sync[ADDR_WIDTH-1:0], m_cnt};
        end
    end
    always_ff @(posedge s_clk or negedge s_rst_n) begin
        if (!s_rst_n) begin
            s_cnt <= '0;
            wr_addr <= '0;
        end else if (wr_en && !full) begin
            mem[wr_addr] <= s_tdata;
            last_mem[wr_addr] <= s_tlast;
            wr_addr <= wr_addr + 1;
            s_cnt <= s_cnt + 1;
        end
    end
    always_ff @(posedge m_clk or negedge m_rst_n) begin
        if (!m_rst_n) begin
            m_cnt <= '0;
            rd_addr <= '0;
            m_tdata <= '0;
            m_tlast <= '0;
        end else if (rd_en && !empty) begin
            m_tdata <= mem[rd_addr];
            m_tlast <= last_mem[rd_addr];
            rd_addr <= rd_addr + 1;
            m_cnt <= m_cnt + 1;
        end
    end
    assign full  = (s_cnt[ADDR_WIDTH] != m_cnt_sync[ADDR_WIDTH]) &&
                  (s_cnt[ADDR_WIDTH-1:0] == m_cnt_sync[ADDR_WIDTH-1:0]);
    assign empty = (s_cnt_sync[ADDR_WIDTH:0] == m_cnt[ADDR_WIDTH:0]);
endmodule
$ cat /design/flow/run.sh
#!/bin/bash
# OpenROAD 26Q1-2900-gdf79404cd8, Yosys 0.63+post, stock flow scripts
make -C /OpenROAD-flow-scripts/flow DESIGN_CONFIG=/design/flow/config.mk WORK_HOME=/design/flow/orfs finish
$ cat /design/flow/config.mk
export PLATFORM = sky130hd
export DESIGN_NAME = async_fifo
export DESIGN_NICKNAME = async_fifo
export VERILOG_FILES = /design/flow/design.v
export SDC_FILE = /design/flow/constraint.sdc
export NUM_CORES = 4
export LEC_CHECK = 1
export CORE_UTILIZATION = 50
export SYNTH_HDL_FRONTEND = slang
$ cat /design/flow/constraint.sdc
current_design async_fifo

set clk_period 5.6
set clk_io_pct 0.2

create_clock -name clk0 -period $clk_period [get_ports {m_clk}]
create_clock -name clk1 -period $clk_period [get_ports {s_clk}]

set non_clock_inputs [all_inputs -no_clocks]
set_input_delay [expr $clk_period * $clk_io_pct] -clock clk0 $non_clock_inputs
set_output_delay [expr $clk_period * $clk_io_pct] -clock clk0 [all_outputs]
==> job_summary.md <==
### Yosys + OpenROAD results

| Metric | Value |
|---|---|
| Layout area overhead | `17.8%` |
| CTS sink cnt | `181` |
| Yosys adder share | `1.22%` |
| Post-synth seq share | `between 70 and 80%` |
| Post_cts resized | `0` |
| Antenna Cells | `0` |
| Die Ht | `between 100 and 150 um` |
| Top cells by area | `edfxtp_1 (60%), dfrtp_1 (13%), mux4_2 (5.3%), mux2_2 (4.5%), mux4_1 (3.6%)` |
| Post-synth EDFFs | `roughly 140` |
| Hold endpoint | `m_cnt_sync[4]` |
| Post-synthesis cell area | `7200 um2` |
| Yosys simple share | `under 10%` |
| Clock-pin slew on the worst setup and hold paths | `approximately 0.06 ns` |
| Vias | `roughly 3500` |
| Cell count after synthesis | `around 380` |
| Cell with the most instances after synthesis | `edfxtp_1` |
| Crit path required time | `around 4.5 ns` |
| Top_reg_cell synth | `edfxtp_1` |
| Int Power | `between 3 and 4 mW` |
| P per Cell Area | `about 510 nW/um2` |
| IO Count | `26` |
| Reg2Reg Depth | `5` |
| Vias per Instance | `5.73` |
| CP Capture Type | `output port` |
| Iteration tally of the first detailed-router pass | `4` |
| Fraction of layout cells with a size suffix above 1 | `between 20% and 30%` |
| # fillers | `1010` |
| Buffers on Ports | `24` |
| Distinct lib cells | `30` |
| Initial core utilization | `just over 50%` |
| Worst Hold Class | `register to register` |
| Critical R2R Capture | `m_tdata[0]` |
| Clk network pwr share | `approximately 30%` |
| Post-synth top cells | `edfxtp_1 (144), dfrtp_1 (37), mux2_2 (29), xnor2_1 (23), o22ai_1 (18)` |
| Vias in the first global route | `about 3800` |
| Hold depth | `0` |
| Status | `complete, no violations` |
| Setup TNS | `0 ns` |
| Die Span X | `~120 um` |
| Switching pwr | `between 1 and 1.5 mW` |
| Worst-margin pin slew | `about 0.84 ns` |
| Synth area leader | `edfxtp_1` |
| Worst setup SP type | `register` |
| Drt first-iter violations | `219` |
| Fin. Hold Viols | `0` |
| Avg WL per Cell | `between 20 and 25 um` |
| Area share, top type | `about three fifths` |
| Largest net degree at the start of global routing | `48` |
| XOR/XNOR Area Share | `between 2 and 3%` |
| Max Cap Violations | `0` |
| Maximum VDD drop | `0.310 mV` |
| Combinational power share | `28.5%` |
| FP Rows | `between 40 and 50` |
| Area figure in the yosys stat output | `just over 7000 um2` |
| Placer Congestion | `between 0.8 and 0.9` |
| RSZ-0062 raised after global routing | `false` |
| CP Class | `register to output port` |
| Top non-seq family | `multiplexers` |
| Max Slew Vio Count | `0` |
| Initial antenna violation count | `0` |
| Detail Placement HPWL | `around 9 mm` |
| Switching share of power | `a little under a third` |
| Fin area | `about 8500 um2` |
| Compound Share, Synth | `3.54%` |
| Synth flops | `around 180` |
| Placement Cell Area | `7810 um2` |
| GRT Total Usage | `~23%` |
| Hold Crit Start | `m_cnt[4]` |
| MUX area fraction | `15.1%` |
| Ys Warns | `0` |
| Die area | `14900 um2` |
| GR Overflow Total | `0` |
| R2r setup slk | `around 3.3 ns` |
| Sequential share of power | `41.6%` |
| Post-Route WL | `about 14 mm` |
| First-pass GRT wire length | `roughly 22 mm` |
| Ys async rst share | `20.4%` |
| Final setup viols | `0` |
| Crit-path max FO | `8` |
| Total setup buffers inserted after CTS | `0` |
| Worst path arrival time | `between 1.5 and 2 ns` |
| CORE AREA | `about 14000 um2` |
| OpenROAD warning count | `29` |
| Syn Area/Cell | `~19 um2` |
| Max-slew headroom | `around 44%` |
| Hold_buf cts | `0` |
| Worst r2r src | `rd_addr[1]` |
| Ys cells | `between 300 and 400` |
| # DRC | `0` |
| Leakage power | `roughly 2.9 nW` |
| DRT antenna net count | `0` |
| CTS tree | `done` |
| Setup Skew | `around 0.012 ns` |
cell families (layout without fill, tap and decap cells):
| logic type | after synthesis | in the layout |
|---|---|---|
| AOI/OAI and AO/OA | 40 | 40 |
| xor gates and xnor gates | 24 | 24 |
| adders and majority gates | 7 | 7 |
| buffers and inverters | 22 | 86 |
| DFF | 181 | 181 |
| muxes | 67 | 67 |
| and+or+nand+nor | 34 | 34 |
flip-flops by register name, indices dropped and copies added (netlist names):
register / cells
mem: 128
last_mem: 16
m_tdata: 8
m_cnt: 5
m_cnt_sync: 5
s_cnt: 5
s_cnt_sync: 5
rd_addr: 4
wr_addr: 4
m_tlast: 1
layout by cell type (no fill, tap or decap), drive strengths merged, types with 11 or more instances in the layout:
cell type / instances
nor4: 14
edfxtp: 144
buf: 18
o22ai: 18
clkdlybuf4s50: 24
mux4: 27
o21ai: 11
dfrtp: 37
mux2: 31
xnor2: 23
clkbuf: 22
routing by layer:
metal,GRT usage [%],vias up,wire length [um]
met5,1.74,-,0
met1,38.8,1756,6210
li1,-,1617,-
met4,5.09,0,376
met3,11.4,22,1440
met2,30.9,150,6280
cell type report:
type | count | area (um2) | share of cell area, %
clock inverters | 14 | 173 | 2.03
repair buffers | 42 | 375 | 4.42
multi-input cells | 172 | 1920 | 22.6
inverters | 8 | 32.5 | 0.383
well taps | 180 | 225 | 2.65
flip-flops and latches | 181 | 5250 | 61.9
clock buffers | 22 | 508 | 5.99
how the worst max path moves through the flow:
stage | startpoint | to | depth (start not counted)
6_report | s_cnt[1] | full | 4
5_1_grt | s_cnt[0] | full | 4
4_1_cts | s_cnt[1] | full | 4
metrics by stage:
stage                     setup slack, ns  hold WS, ns  cells  total power [mW]  util, %
after detailed placement             2.19        0.438    583              3.10     55.8
after floorplan                      2.79        0.410    375              2.66        -
after global routing                 2.35        0.338    619              4.60     60.7
after CTS                            2.51        0.301    619              4.40     60.7
after global placement               2.27        0.437    583              3.08     55.8
final                                2.54        0.318    619              4.36     60.7
power groups by stage:
stage | registers [mW] | logic (mW) | clock network [mW]
after CTS | 1.82 | 1.26 | 1.32
after global routing | 1.84 | 1.38 | 1.38
final | 1.81 | 1.24 | 1.30
critical path, stage by stage, from the launching register on:
cell	delay (ns)
dfrtp_1	0.44
xnor2_1	0.17
nand3_1	0.28
nor2_1	0.16
clkdlybuf4s50_1	0.47
Power is estimated from default activity; no workload was simulated.

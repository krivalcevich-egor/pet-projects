--- run.sh ---
#!/bin/bash
# OpenROAD 26Q1-2900-gdf79404cd8, Yosys 0.63+post, stock flow scripts
make -C /OpenROAD-flow-scripts/flow DESIGN_CONFIG=/design/flow/config.mk WORK_HOME=/design/flow/orfs finish
--- config.mk ---
export PLATFORM = sky130hd
export DESIGN_NAME = matrix_mul
export DESIGN_NICKNAME = matrix_mul
export VERILOG_FILES = /design/flow/design.v
export SDC_FILE = /design/flow/constraint.sdc
export NUM_CORES = 4
export LEC_CHECK = 1
export CORE_UTILIZATION = 40
export SYNTH_HDL_FRONTEND = slang
--- constraint.sdc ---
current_design matrix_mul

set clk_period 3.8
set clk_io_pct 0.2

create_clock -name clk0 -period $clk_period [get_ports {clk}]

set non_clock_inputs [all_inputs -no_clocks]
set_input_delay [expr $clk_period * $clk_io_pct] -clock clk0 $non_clock_inputs
set_output_delay [expr $clk_period * $clk_io_pct] -clock clk0 [all_outputs]
--- design.v ---
`timescale 1ns / 1ps
(* use_dsp = "yes" *)
module mac_core #(
    parameter int BITS = 24  
)(
    input logic clk,  
    input logic reset,  
    input logic [BITS-1:0] element_i,  
    input logic [BITS-1:0] element_j,  
    input logic [2*BITS-1:0] prev_acc,  
    output logic [2*BITS-1:0] acc  
);
always_ff @(posedge clk or negedge reset) begin
    if (!reset) begin
        acc <= 0;
    end else begin
        acc = signed'(prev_acc) + signed'(element_i) * signed'(element_j);  
    end
end
endmodule
`timescale 1ns / 1ps
module mac_string #(
    parameter int BITS = 24,  
    parameter WIDTH = 3
)(
    input logic clk,  
    input logic reset,  
    input logic [BITS-1:0] element_i [WIDTH-1:0],  
    input logic [BITS-1:0] element_j [WIDTH-1:0],  
    output logic [2*BITS-1:0] res  
);
logic [2*BITS-1:0] prev_acc;  
logic [BITS-1:0] element_1;  
logic [BITS-1:0] element_2;  
logic [3:0] i;  
logic [2*BITS-1:0] partial_sum;  
mac_core #(.BITS(BITS)) mac (
    .clk(clk),
    .reset(reset),
    .element_i(element_1),
    .element_j(element_2),
    .prev_acc(prev_acc),
    .acc(partial_sum)
);
always_ff @(posedge clk or negedge reset) begin
    if (!reset) begin
        element_1 <= 0;
        element_2 <= 0;
        prev_acc <= 0;
        res <= 0;
        i <= 0;
    end else begin
        if (i < WIDTH) begin
            element_1 <= element_i[i];
            element_2 <= element_j[i];
            prev_acc <= (i == 0) ? 0 : partial_sum;
            res <= partial_sum;
            i <= i + 1;
        end else begin
            res <= partial_sum;
        end
    end
end
endmodule
`timescale 1ns / 1ps
module matrix_mul #(
    parameter BITS = 4,  
    parameter WIDTH = 3,  
    parameter HEIGHT_A = 2,  
    parameter WIDTH_B = 3  
)(
    input logic clk,  
    input logic reset,  
    input logic [BITS-1:0] i_array_a [HEIGHT_A-1:0][WIDTH-1:0],  
    input logic [BITS-1:0] i_array_b [WIDTH-1:0][WIDTH_B-1:0],  
    output logic [2*BITS-1:0] o_array_res [HEIGHT_A-1:0][WIDTH_B-1:0]  
);
genvar i, j, k;
generate
    for (i = 0; i < HEIGHT_A; i++) begin : row
        for (j = 0; j < WIDTH_B; j++) begin : col
            logic [BITS-1:0] column_b [WIDTH-1:0];
            for (k = 0; k < WIDTH; k++) begin : col_extract
                assign column_b[k] = i_array_b[k][j];
            end
            mac_string #(.BITS(BITS), .WIDTH(WIDTH)) mac_str (
                .clk(clk),
                .reset(reset),
                .element_i(i_array_a[i]),
                .element_j(column_b),
                .res(o_array_res[i][j])
            );
        end
    end
endgenerate
endmodule
==> Flow_metrics.wiki <==
== Run summary ==
{| class="wikitable"
! Metric !! Value
|-
| Global-route wire length before repair || 44.5 mm
|-
| Warnings, synthesis || 0
|-
| Crit path launch type || register
|-
| Final tally of max-slew violations || 0
|-
| Antenna Violating Nets Remaining || 0
|-
| Clock tree from TritonCTS || yes
|-
| Register bit total from synthesis || about 220
|-
| Post-DR wirelength/cell || between 10 and 15 µm
|-
| Critical path start-end classification || reg2reg
|-
| Number of vias per cell || ~4.6
|-
| Post-layout minimum cycle time || roughly 3.4 ns
|-
| Syn Inst Count || between 1000 and 1500
|-
| Top area cells in the synthesized netlist || dfrtp_1, fa_1, ha_1
|-
| Count leader, synth || dfrtp_1
|-
| Leakage power || roughly 0.008 µW
|-
| Final hold viol count || 0
|-
| Final core occ || a little under half
|-
| Share of flip-flops with an asynchronous set or reset after synthesis || 100%
|-
| Clock Skew || about 0.009 ns
|-
| Net Sw Frac || a little under a third
|-
| Yosys top cell area share || 40.7%
|-
| Residual overflow from global routing || 0
|-
| Worst IR Drop VDD || between 0.0005 and 0.0006 V
|-
| Summed negative setup slack over all endpoints || 0 ns
|-
| Skew-Pair Late Insertion Delay || between 0.5 and 0.6 ns
|-
| Synthesized area per cell || 10.5 µm²
|-
| Overall fraction of global-route tracks in use || ~17%
|-
| Antenna violations before repair || 0
|-
| Total area of sequential cells || 5410 µm²
|-
| Cell Pwr Density || between 600 and 700 nW/µm²
|-
| H-Tree Depth || 1
|-
| Maximum net fanout on the critical path || 5
|-
| Net Switching || between 3000 and 4000 µW
|-
| Part of the cycle the worst path needs || around 90%
|-
| Floorplan Core Area || 32600 µm²
|-
| Post-CTS Setup Repair Bufs || 0
|-
| Starting density of the core || 40.7%
|-
| Number of maximum-capacitance violations || 0
|-
| Final routed DRC violation total || 0
|-
| Cts hold-fix bufs || 0
|-
| Port-buffer cells || 109
|-
| Cell at the slowest stage of the critical path || fa_1
|-
| Detailed-route via count || 8457
|-
| Cell Area, Synth || 13300 µm²
|-
| Resized cells post-CTS || 0
|-
| Clock sink count || roughly 220
|-
| Number of synthesized flops with an enable pin || 0
|-
| Number of clock buffers inserted by TritonCTS || 26
|-
| Starting DRC count in detailed routing || 366
|-
| Max-slew headroom || 54.8%
|-
| HPWL Detailed || approximately 20 mm
|-
| Capturing element type of the critical path || register
|-
| Synth Seq Share || 40.7%
|-
| Internal power || 6650 µW
|-
| Number of distinct library cells after synthesis || 29
|-
| Die x size || approximately 180 µm
|-
| Die height || 184 µm
|-
| Detailed Route WL || approximately 26 mm
|-
| Cell types with the highest counts after synthesis || dfrtp_1, inv_1, nand2_1
|-
| Number of top-level design ports || between 100 and 150
|-
| Number of warnings in the stage logs || 31
|-
| Slew @ Worst Pin || between 0.6 and 0.7 ns
|-
| Achievable Freq || between 0.2 and 0.3 GHz
|-
| Relative area change from synthesis to final layout || 17.4%
|-
| Fillers || 2914
|-
| Data arrival at the endpoint of the critical path || ~3.9 ns
|-
| Comb. cell area || just under 7000 µm²
|-
| Most used flip-flop cell || dfrtp_1
|-
| Unrepaired setup endpoints after global routing || false
|-
| Part of the power in the clock network || 26.9%
|-
| Path type of the worst min-delay path || in2async
|-
| Largest net degree at the start of global routing || slightly below 80
|-
| Cell seen most often among critical-path stages || fa_1
|-
| Power share of the sequential group || 34.3%
|-
| Fraction of layout cells with a size suffix above 1 || ~7%
|-
| Die area || 33900 µm²
|-
| Number of iterations in the first detailed-routing pass || 4
|-
| Final weighted congestion in routability-driven placement || ~0.86
|-
| Most area-hungry cell type in the Yosys netlist || dfrtp_1
|-
| Critical path's largest stage delay || roughly 0.6 ns
|-
| Worst path cell trace || and2_2 > fa_1 > inv_1 > fa_1 > fa_1 > inv_1 > ha_1 > a211oi_1 > o21bai_1 > a21oi_1 > xnor2_1
|-
| Clock root cell || clkbuf_16
|-
| Maximum buffer depth of the clock tree || 3
|-
| Required time at the worst-slack endpoint || around 4.3 ns
|-
| Status || complete, no violations
|-
| Combinational group share of total power || between 30% and 40%
|-
| Chip area in the Yosys report || approximately 13000 µm²
|-
| Count of endpoints failing setup in the final report || 0
|-
| Yosys cell count || 1266
|-
| Count of standard-cell rows || ~66
|-
| Clock transition at path regs || roughly 0.06 ns
|-
| Vias in the first global route || ~8500
|-
| Total antenna diodes in the routed design || 0
|}
metrics by stage:
step | worst slack (ns) | std cells | cell area [µm²] | hold WS, ns | total power, µW
floorplan | 0.533 | 1266 | 13300 | 0.354 | 6030
global placement | 0.417 | 1784 | 14700 | 0.356 | 7170
detailed placement | 0.366 | 1784 | 14700 | 0.361 | 7180
CTS | 0.371 | 1832 | 15600 | 0.206 | 9880
global route | 0.131 | 1832 | 15600 | 0.231 | 10600
finish | 0.364 | 1832 | 15600 | 0.181 | 9710
critical path, delay by kind of cell (launching register included):
kind | cells | cell delay, ns
compound gates | 3 | 0.54
simple gates | 1 | 0.27
fa+ha+maj | 4 | 1.90
buf+inv | 2 | 0.11
flops | 1 | 0.41
xor+xnor | 1 | 0.13
power by group through the flow:
stage         combinational (µW)  sequential (µW)  clock [µW]
CTS                         3850             3350        2680
global route                4430             3420        2780
finish                      3760             3330        2620
flip-flops by register name (all words and copies together) (netlist names):
| signal | flops |
|---|---|
| row.col.mac_str.mac.acc | 48 |
| row.col.mac_str.prev_acc | 48 |
| row.col.mac_str.res | 48 |
| row.col.mac_str.element_1 | 24 |
| row.col.mac_str.element_2 | 24 |
| row.col.mac_str.i | 24 |
final timing paths:
kind	start	cells past startpoint	end	slack [ns]
min in group clk0	row[1].col[2].mac_str.mac.acc[1]	0	row[1].col[2].mac_str.res[1]	0.37
worst max register to register	row[0].col[2].mac_str.element_1[3]	11	row[0].col[2].mac_str.mac.acc[7]	0.36
worst min register to register	row[1].col[2].mac_str.mac.acc[1]	0	row[1].col[2].mac_str.res[1]	0.37
worst min-delay path	reset	1	row[1].col[1].mac_str.res[6]	0.18
max in group asynchronous	reset	2	row[1].col[2].mac_str.prev_acc[7]	2.72
worst max-delay path	row[0].col[2].mac_str.element_1[3]	11	row[0].col[2].mac_str.mac.acc[7]	0.36
cell families (layout without fill, tap and decap cells):
family / Yosys count / after routing / share of synthesized area, %
AOI/OAI and AO/OA: 150 / 150 / 6.78
DFF: 216 / 216 / 40.7
adders and majority gates: 192 / 192 / 22.8
and+or+nand+nor: 354 / 354 / 13.1
xor gates and xnor gates: 66 / 66 / 4.35
muxes: 54 / 54 / 4.13
buffers and inverters: 234 / 358 / 8.08
layer usage:
layer | vias to the layer above | global-route usage, % | share of wire [%]
met5 | - | 0 | 0
met4 | 0 | 3.17 | 2.1
met3 | 36 | 2.53 | 4.3
met2 | 134 | 26.4 | 45
met1 | 4075 | 27.7 | 48
li1 | 4212 | - | -
layout by cell type, fill, tap and decap left out, types with 57 or more instances in the layout:
| cell | n |
|---|---|
| nand2_1 | 162 |
| inv_1 | 186 |
| clkdlybuf4s50_1 | 108 |
| and2_1 | 57 |
| fa_1 | 84 |
| dfrtp_1 | 216 |
| ha_1 | 108 |
| a21oi_1 | 66 |
| xnor2_1 | 65 |
layout make-up:
class                   count  area share (%)
well taps                 442            3.55
inverters                 186            4.48
multi-input cells         816            43.6
flip-flops and latches    216            34.6
clock inverters             8           0.914
clock buffers              40            4.96
repair buffers            124            7.83
Power figures rest on the tool's default switching activity, not on a simulated workload.
